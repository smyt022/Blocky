<file path="design/flow/run.sh">
#!/bin/bash
# OpenROAD 26Q1-2900-gdf79404cd8, Yosys 0.63+post, stock flow scripts
make -C /OpenROAD-flow-scripts/flow DESIGN_CONFIG=/design/flow/config.mk WORK_HOME=/design/flow/orfs finish
</file>
<file path="design/flow/config.mk">
export PLATFORM = sky130hd
export DESIGN_NAME = blocky
export DESIGN_NICKNAME = blocky
export VERILOG_FILES = /design/flow/design.v
export SDC_FILE = /design/flow/constraint.sdc
export NUM_CORES = 4
export LEC_CHECK = 1
export CORE_UTILIZATION = 30
</file>
<file path="design/flow/design.v">
`timescale 1ns / 1ns 
module blocky(iReset,iClock,PS2,oX,oY,oColour,oPlot,currentX,currentY);
    parameter X_SCREEN_PIXELS = 8'd160;
    parameter Y_SCREEN_PIXELS = 7'd120;
    input wire iReset;
    input wire [7:0] PS2;
    input wire iClock;
    output  wire  [7:0] oX;          
    output  wire  [6:0] oY;
    output  wire  [2:0] oColour;      
    output   wire  oPlot;        
    wire oDone;        
    wire ld_up,ld_down,ld_right,ld_left,ld_set,select_draw,select_erase,select_update_current,resetTFF,resetTFF2,delay	;
    wire [20:0] counter;
	wire [20:0] delaycounter;
    wire [7:0] nextX;
	wire [6:0] nextY;
    output  wire [7:0] currentX;
	output  wire [6:0] currentY;
    wire [7:0] x,xEr;
    wire [6:0] y,yEr;
    wire collisionDetected;
	assign counter=50000000/30;
    wire continue,inc,incEr,continue2;
    control draw0(iReset, collisionDetected,iClock,PS2,ld_up,ld_down,ld_right,ld_left,ld_set,continue,continue2,select_draw,select_erase,oPlot,oDone,select_update_current,resetTFF,resetTFF2	,inc,incEr,delay);
    datapath d0(iClock, ld_up, ld_down, ld_right, ld_left, ld_set, select_draw, select_erase,select_update_current,x, y,xEr,yEr, currentX, currentY,nextX,nextY	, oX,oY,oColour); 
    delay d1(iClock,counter,iReset,delay,delaycounter);
    tflopFour t0(iClock, resetTFF, inc, nextX, nextY, x, y, continue);
    tflopFour t1(iClock, resetTFF2, incEr, currentX, currentY, xEr, yEr, continue2);
    collisionChecker c1(iClock,nextX,nextY,collisionDetected);
endmodule  
module control(
    input restart, input collision, input iClock, input  [7:0] PS2,  
    output reg ld_up,ld_down,ld_right,ld_left,ld_set,input continue,continue2 , output reg select_draw,select_erase,oPlot, oDone,select_update_current,resetTFF,resetTFF2	,inc,incEr,input delay
);
  reg [5:0] current_state, next_state;
  reg [2:0] counter;
    localparam  S_SETUP = 5'd0,
                S_WAIT_MOVE = 5'd1,
                S_UP = 5'd2,
                S_DOWN = 5'd3,
                S_LEFT = 5'd4,
                S_RIGHT = 5'd5,
				S_erase = 5'd6,
				S_done = 5'd7,
				S_draw = 5'd9,
				S_draw1= 5'd10,
				S_done2= 5'd11,
				S_wait= 5'd12;
					 always@(*)
    begin: state_table
            case (current_state)
				S_SETUP: begin
                    if(!restart)begin
                          next_state <= S_SETUP;
                    end else  begin
                          next_state <= S_draw;
                    end
                end 
                S_WAIT_MOVE: begin
                    if(!restart)begin
                        next_state <= S_SETUP;
                    end else if(((PS2==8'h1d)&&(delay))|| collision)begin
                        next_state <= S_UP;
                    end else if(((PS2==8'h1b)&&(delay))|| collision) begin
                        next_state <= S_DOWN;
                    end else if(((PS2==8'h1c)&&(delay))|| collision) begin
                        next_state <= S_LEFT;
                    end else if (((PS2==8'h23)&&(delay))|| collision) begin
                        next_state <= S_RIGHT;
                    end
                end
                S_UP: begin 
                    if(!restart || collision)begin
                        next_state <= S_SETUP;
                    end  else begin
                        next_state <= S_erase;
                    end
                end
                S_DOWN: begin
                    if(!restart || collision)begin
                        next_state <= S_SETUP;
                    end  else begin
                        next_state <= S_erase;
                    end
                end
                S_LEFT: begin
                    if(!restart || collision)begin
                        next_state <= S_SETUP;
                    end  else begin
                        next_state <= S_erase;
                    end
                end
                S_RIGHT: begin
                    if(!restart || collision)begin
                        next_state <= S_SETUP;
                    end  else begin
                        next_state <= S_erase;
                    end
                end	
				S_erase: begin  
                    if(!restart)begin
                        next_state <= S_SETUP;
                    end else if(continue2)begin
                        next_state <= S_erase;
                    end else if(collision) begin
                        next_state <= S_SETUP; 
                    end else begin
                        next_state <= S_done2;
                    end
                end	
			    S_draw:begin  
                    if(!restart )begin
                        next_state <= S_SETUP;
                    end else if(continue)begin
                        next_state <= S_draw;
                    end else begin
                        next_state <= S_done;
                    end
                end
				S_wait:begin  
                    if(!restart)begin
                        next_state <= S_SETUP;
                    end else if(continue)begin
                        next_state <= S_draw;
                    end else begin
                        next_state <= S_done2;
                    end
                end
				S_done: begin  
                    if(!restart)begin
                        next_state <= S_SETUP;
                    end else begin
                        next_state <= S_WAIT_MOVE;
                    end
                end	
		        S_done2: begin  
                    if(!restart)begin
                        next_state <= S_SETUP;
                    end else begin
                        next_state <=  S_draw;
                    end
                end					 
            default: next_state = S_SETUP;
        endcase
    end  
    always @(*) begin : enable_signals
        ld_up = 1'b0;
        ld_down= 1'b0;
        ld_left = 1'b0;
        ld_right = 1'b0;
        ld_set = 1'b0;
        select_draw = 1'b0;
        select_erase = 1'b0; 
		     oPlot=1'b0;
		  resetTFF=1'b0;
		  oDone=0;
        inc=0;
		  incEr=0;
        select_update_current=0;
		  resetTFF2=0;
        case (current_state)
            S_SETUP:begin
                ld_set=1;
					 end
            S_UP: begin 
                ld_up=1;
            end
            S_DOWN: begin
                ld_down = 1'b1;
            end
            S_LEFT: begin
                ld_left = 1'b1;
            end
            S_RIGHT: begin
                ld_right = 1'b1;
            end
            S_erase: begin
                select_erase=1'b1;
					  resetTFF2=1;
                oPlot = 1'b1;
                incEr=1'b1;	
            end
            S_draw: begin
				  resetTFF=1; 
                select_draw=1'b1;                
                oPlot = 1'b1;
                inc=1'b1;	
                select_update_current = 1'b1; 
            end
            S_done: begin
                oDone = 1'b1;
                select_draw = 1'b0; 
					 select_erase=0;
                select_update_current = 1'b0;
                inc=1'b0;	
					 incEr=0;
                oPlot=1'b0;
            end
				   S_done2: begin
                oDone = 1'b1;
					 select_erase=0;
                select_update_current = 1'b0;
					 incEr=0;
                oPlot=1'b0;
            end
        endcase
    end  
    always @(posedge iClock) begin : state_FFs
        if (!restart)
            current_state <= S_SETUP;
        else
            current_state <= next_state;
    end  
endmodule
module collisionChecker(
    input Clock,
    input [7:0]leftmostX, input [7:0]topmostY,
    output reg collisionDetected
);
			reg colBorder, colRect1, colRect2, colRect3;
        reg[7:0] rightmostX, botmostY;
        always@(*)begin
            rightmostX = leftmostX+3;
            botmostY = topmostY+3;
        end
		always@(posedge Clock)begin
			if(leftmostX < 15 || rightmostX > 139 || topmostY < 19 || botmostY > 104) begin  
			    colBorder<=1;
				 colRect1 <= 0;
				 colRect2 <= 0;
				 colRect3 <= 0;
         end 
			else begin  
					colBorder <= 0;
                if(
                    (rightmostX < 41)
                        ||
                    (leftmostX > 118)
                        ||
                    (topmostY > 90)
                        ||
                    (botmostY <85)
                ) begin  
                    colRect1<=0;
                end else begin
							colRect1 <= 1;
					 end 
					 if(
                    (rightmostX < 58)
                        ||
                    (leftmostX > 65)
                        ||
                    (topmostY > 73)
                        ||
                    (botmostY < 31)
                ) begin  
                    colRect2<=0;
                end else begin
							colRect2<=1;
					 end 
					 if(
                    (rightmostX < 83)
                        ||
                    (leftmostX > 122)
                        ||
                    (topmostY > 50)
                        ||
                    (botmostY < 40)
                ) begin  
                    colRect3<=0;
                end else begin 
                    colRect3<=1;
                end
            end  
		end
	 always@(*) begin
		if(colBorder || colRect1 || colRect2 || colRect3)begin
			collisionDetected = 1;
		end else begin
			collisionDetected = 0;
		end
	 end
endmodule
module datapath(
    input iClock,
    input ld_up, ld_down, ld_right, ld_left, ld_set, select_draw, select_erase,
    input select_update_current, 
    input [7:0] x4,input [6:0] y4,input [7:0] xEr,input [6:0] yEr,
    output reg [7:0]currentX,  output reg [6:0] currentY,  output reg [7:0] nextX,  output reg [6:0] nextY ,output reg[7:0] oX,  output reg [6:0]oY,  output reg [2:0] oColour
);  
reg [2:0] c;
always @(posedge iClock) begin
    if (ld_set) begin
        currentX <= 22;
        currentY <= 88;
        nextX <= 22;
        nextY <= 88;
        c <= 3'b100;
    end
    else if (ld_up) begin
        nextY <= currentY - 1;  
    end
    else if (ld_down) begin
        nextY <= currentY + 1;
    end
    else if (ld_left) begin
        nextX <= currentX - 1;
    end
    else if (ld_right) begin
        nextX <= currentX + 1;
    end
    else if (select_update_current) begin
        currentX <= nextX;
        currentY <= nextY;
    end
end
always @(*) begin
    if (select_erase)
        begin
            oColour <= 3'b000;  
            oX <= xEr;
            oY <= yEr;
        end
   else if (select_draw)
       begin
            oColour <= c;  
            oX <= x4;
            oY <= y4;
        end
        end
endmodule
module tflopFour(
    input Clock, 
    input resetTFF, 
    input inc,  
    input [7:0] tmpX, 
    input [6:0] tmpY,
    output reg [7:0] x4, 
    output reg [6:0] y4,
    output reg continue
);
    reg [3:0] CounterValue; 
    always @(posedge Clock) begin
        if (!resetTFF) begin
            CounterValue <= 4'b0;
            continue <= 1'b1; 
        end 
		  if (inc) begin
            x4 <= CounterValue[1:0] + tmpX;
            y4 <= CounterValue[3:2] + tmpY;
			CounterValue <= CounterValue + 1;
            if((x4 == tmpX + 3'b011 - 1) && (y4 == tmpY + 2'b11 )) begin
                continue <= 1'b0;
            end else begin
                continue <= 1'b1; 
            end
        end
         else if(~inc) begin
		  x4<=tmpX;
		  y4<=tmpY;
    end  
    end
endmodule
module delay( input Clock, input [20:0] counter, input reset,output reg delay, output reg [20:0] delaycounter);
always @(posedge Clock) begin 
 if(!reset) begin
	delaycounter<= 21'd0;
 end
 else if(delaycounter==counter)begin
 delay<=1;
 delaycounter<=0;
 end 
 else 
 begin
	delay<=0;
	delaycounter<=delaycounter +1;
 end
end
endmodule 
</file>
<file path="design/flow/constraint.sdc">
current_design blocky

set clk_period 4.6
set clk_io_pct 0.2

create_clock -name clk0 -period $clk_period [get_ports {iClock}]

set non_clock_inputs [all_inputs -no_clocks]
set_input_delay [expr $clk_period * $clk_io_pct] -clock clk0 $non_clock_inputs
set_output_delay [expr $clk_period * $clk_io_pct] -clock clk0 [all_outputs]
</file>
==> impl_metrics.yaml <==
# generated from flow reports
route:
  antennaDiodeCount: 0
  drc: 0
  route.antenna.remaining_nets: 0
  avgViaCountPerCell: 4.906
  wire_per_inst_um: 14.36
  vias: 5833
  wirelength_um: 17070
  first_pass_iters: 5
  drt_iter0_markers: 367
setup_path:
  end_kind: "flip-flop"
  crit_path_start_kind: "flip-flop"
  cp.depth: 12
  worstPathMaxFanout: 13
  critPathRequiredTime_ps: 4830
  crit_buf_inv: 1
  r2r-start: "d0.nextX[0]$_SDFFE_PP0P_"
  critical-path-top-delay-family: "simple AND/OR/NAND/NOR gates"
  cp.arrival_ps: 3630
  cpMaxStageDelayCell: "dfxtp_1"
  timing.rr.end: "t0.continue$_SDFF_PN1_"
  cp_cell_sequence: "inv_1 > ha_1 > nand3b_4 > xnor2_1 > nor4b_4 > and3_1 > ha_1 > nand4b_1 > nor3_1 > o2111ai_1 > nor4b_1 > o311ai_1"
  r2r.worst_path.cells: 12
  path_class: "flip-flop to flip-flop"
  r2r_setup_slack_ps: 1200
  crit_top_cell: "ha_1"
  max_stage_delay_ps: 620
global_route:
  track_usage: 0.1421
  gr-total-overflow: 0
  grt_pass1_wl_um: 27520
  grt_pass1_vias: 5293
  grt_start_max_net_pins: 33
  antenna_found_initial: 0
die:
  coreArea_mm2: 0.02375
  io_pins: 44
  chip_area_mm2: 0.02515
  die_h_um: 158.6
  fp-row-count: 56
  fp_util: 0.3096
  die_w_um: 158.6
finish:
  syn_to_final_growth_pct: 11.94
  lay_top_cells: "dfxtp_1 (107), nor2_1 (90), nand2_1 (77), xnor2_1 (72)"
  layout_top_cell: "dfxtp_1"
  drive_gt1_frac: 0.06322
  fin_cells: 1189
power:
  swShare: 0.2398
  sequentialPowerShare: 0.529
  p_switching_mw: 0.4302
  p_per_area_mw_per_mm2: 217.9
  leakage_nw: 3.105
  clock_power_share: 0.446
  p_int_mw: 1.364
  comb_power_share: 0.025
  ir_worst_vdd_uv: 175.4
final_timing:
  setup_violations: 0
  post-route-min-period_ps: 3402
  fin_tns_setup_ps: 0
  unclocked_pins: 20
  untimed_endpoints: 36
  grt_setup_unrepaired: "no"
  slew_headroom: 0.4771
  fin_skew_ps: 8.594
  drv_slew: 0
  worstMarginPinSlew_ps: 764.6
  period_used_share: 0.7396
  hold_violations: 0
  fmax_ghz: 0.2939
logic_synthesis:
  yosysUniqueCellTypes: 79
  yosys_cells: 861
  ys_sh_mux: 0.03011
  edf_count: 1
  synthArstFlopShare: 0
  numSynthFlops: 128
  synthCells: 861
  syn_area_per_cell_um2: 8.542
  top_area_cell: "dfxtp_1"
  flop_cell: "dfxtp_1"
  fa_ha_area_frac: 0.08608
  yosysWarnings: 6
  simple_gate_share: 0.2220
  yosysChipArea_mm2: 0.007355
  synthXorXnorAreaFrac: 0.1342
  synth.top_cell.area_share: 0.2913
  synth.comb.largest_family: "simple AND/OR/NAND/NOR gates"
  synthesis.area_mm2: 0.007355
  ys_sh_aoi: 0.1334
  topCellsByArea: "dfxtp_1 (29%), xnor2_1 (8.6%), ha_1 (7.0%)"
hold_path:
  worstHoldStart: "d1.delaycounter[0]$_SDFF_PP0_"
  hold_path_end: "d1.delaycounter[0]$_SDFF_PP0_"
  hp-class: "flip-flop to flip-flop"
  hold_depth: 1
cts:
  cts_inserted_buffers: 9
  post-cts-setup-buffer-count: 0
  cts-htree-levels: 3
  hold_buffers: 0
  clkTransAtPathRegs_ps: 80
  ctsResizeCount: 0
  cts_root_buffer: "clkbuf_16"
  clk_latency_ps: 360
  cts_buffer_depth: 2
  cts_tree: "built"
placement:
  dp_cells: 1173
  gp_congestion: 0.9030
  detailed_place_hpwl_um: 12750
  port_buffers: 41
flow_run:
  max_cap_violations: 0
  tool_warnings: 37
outcome:
  status: "finished, final reports clean"
==> worst max path at each step <==
stage / from / end / slack [ps]
final: d0.nextX[0]$_SDFFE_PP0P_ / t0.continue$_SDFF_PN1_ / 1200
after CTS: d0.currentX[0]$_SDFFE_PP0P_ / t1.continue$_SDFF_PN1_ / 1220
after global routing: d0.nextX[0]$_SDFFE_PP0P_ / t0.continue$_SDFF_PN1_ / 800
==> layer usage <==
metal  track usage  part of all wire  up-vias
met5             0                 0        -
met4       0.02381             0.020        0
met3       0.02438             0.048       19
met2        0.2247              0.46      130
met1        0.2083              0.48     2693
li1              -                 -     2991
==> cells by family after synthesis <==
group / Yosys count
AND-OR/OR-AND: 143
XOR/XNOR: 110
AND/OR/NAND/NOR: 320
latches: 20
buffers and inverters: 92
adder cells (fa/ha/maj): 47
flip-flops: 108
other: 1
multiplexers: 20
==> through the flow <==
| step | area, um2 | util | hold WS [ps] | power [mW] | setup WS, ps |
|---|---|---|---|---|---|
| finish | 8233 | 0.3466 | 485.6 | 1.794 | 1198 |
| detailed placement | 7929 | 0.3338 | 465.8 | 1.016 | 1267 |
| global route | 8233 | 0.3466 | 523.5 | 1.859 | 804.9 |
| floorplan | 7358 | - | 433.2 | 0.9988 | 1680 |
| CTS | 8233 | 0.3466 | 485.5 | 1.822 | 1223 |
| global placement | 7929 | 0.3338 | 457.3 | 1.017 | 1385 |
==> sequential cells by signal, indices dropped and copies added, names as in the netlist, 4 cells and up <==
signal and cells:
d0.nextX 8, d0.oX 8, draw0.current_state 4, t1.x4 8, t1.CounterValue 4, d0.oY 7
t0.y4 7, d0.currentX 8, d0.currentY 7, t0.x4 8, t0.CounterValue 4, t1.y4 7
d0.nextY 7, draw0.next_state 4, d1.delaycounter 21
==> final cells by class <==
cell class | instances | area [um2]
Fill cell | 2391 | 15520
Timing Repair Buffer | 47 | 455.4
Clock inverter | 6 | 65.06
Multi-Input combinational cell | 642 | 4463
Inverter | 37 | 138.9
Sequential cell | 128 | 2472
Clock buffer | 10 | 239.0
Tap cell | 319 | 399.1
==> power groups by stage <==
stage	clock network (mW)	logic, mW	registers (mW)
after CTS	0.827	0.0453	0.949
after global routing	0.858	0.0503	0.951
final	0.800	0.0447	0.949
==> cells in the mapped netlist (all sizes together) (4+ instances only) <==
cell	instances
xor2	36
a21o	4
buf	34
o211ai	8
a21oi	37
nor2b	9
o31ai	4
nand4	7
ha	41
clkbuf	21
dfxtp	107
mux2	17
nor4	13
and2	7
nand2b	12
nor2	90
nand2	77
nand4b	6
dlxtn	20
o21a	6
nor3b	5
nor4b	6
a211oi	5
xnor2	73
and3	10
or3	7
or4	6
inv	37
nand3	31
a22oi	4
o311ai	4
nor3	20
fa	6
a31oi	12
o21ai	26
Power figures rest on the tool's default switching activity, not on a simulated workload.
